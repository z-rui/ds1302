==> design.v <==
module memory
#(
	parameter AddrWidth = 8,
	parameter DataWidth = 8
)
(
	input clk,
	input [AddrWidth-1:0] addr_r, addr_w,
	input we,
	input [DataWidth-1:0] d,
	output reg [DataWidth-1:0] q
);
reg [DataWidth-1:0] mem[(1<<AddrWidth)-1:0];
always @(posedge clk)
begin
	q <= mem[addr_r];
	if (we)
		mem[addr_w] <= d;
end
endmodule
==> run.sh <==
#!/bin/bash
# OpenROAD 26Q1-2900-gdf79404cd8, Yosys 0.63+post, stock flow scripts
make -C /OpenROAD-flow-scripts/flow DESIGN_CONFIG=/design/flow/config.mk WORK_HOME=/design/flow/orfs finish
==> config.mk <==
export PLATFORM = sky130hd
export DESIGN_NAME = memory
export DESIGN_NICKNAME = memory
export VERILOG_FILES = /design/flow/design.v
export SDC_FILE = /design/flow/constraint.sdc
export NUM_CORES = 4
export LEC_CHECK = 1
export CORE_UTILIZATION = 40
==> constraint.sdc <==
current_design memory

set clk_period 6.7
set clk_io_pct 0.2

create_clock -name clk0 -period $clk_period [get_ports {clk}]

set non_clock_inputs [all_inputs -no_clocks]
set_input_delay [expr $clk_period * $clk_io_pct] -clock clk0 $non_clock_inputs
set_output_delay [expr $clk_period * $clk_io_pct] -clock clk0 [all_outputs]
==> run notes <==
Implementation numbers.

- The area fraction in xor and xnor cells is 0.
- The number of antenna violations at the first check in global routing was 1.
- At the worst endpoint, the arrival time is 5.01 ns.
- Per the OpenROAD floorplan log, the width of the die is 448.0 um.
- Setup repair after global routing left no endpoint under its margin.
- The power report attributes to the clock group a share of 0.415.
- The report lists the power per cell area as 294.7 nW/um^2.
- Per STA, the worst path is made up of buf_8 > buf_4 > buf_4 > mux4_2 > a22oi_1 > a31oi_1 > nor4_1 > nor4_1.
- Hold repair after CTS inserted 0 buffers.
- The number of port buffers is 33.
- The fraction of power consumed by sequential logic is 0.536.
- TritonCTS built the clock tree.
- The final cycle utilization of the critical path is 0.6510.
- The register share after synthesis is 0.7750.
- The maximum number of pins on one net before global-route repair is 120.
- The fraction of layout cells with a size suffix above 1 is 0.2359.
- The die extent in y is 448.0 um.
- The layout stage reports a final design area of 89850 um^2.
- The vias per cell is 5.675.
- Counting distinct cell types in the post-synthesis netlist gives 55.
- Per the placement report, the placed cell count is ~6400.
- The post-CTS setup buffer count is 0.
- The async set or reset register ratio after synthesis is 0.
- The buffer cell driving the clock tree root is sky130_fd_sc_hd__clkbuf_16.
- The share of the core filled by cells before placement is 0.4030.
- The share of the synthesized area in the top cell type is 0.7730.
- The congestion estimate from routability-driven global placement came to between 0.8 and 0.9.
- The number of enable-type register cells in the synthesized netlist is 2048.
- After floorplanning, the core was divided into 163 placement rows.
- The final hold violation count recorded for this run is 0.
- The count of non-filler cells in the finished layout is 6736.
- The required time of the critical path is 7.35 ns.
- The final-layout worst hold slack is slightly above 0.9 ns.
- The maximum resistive drop on vdd is roughly 0.21 mV.
- The area of the synthesized netlist per yosys stat is roughly 80000 um^2.
- The slew check shows that the tightest pin keeps a relative margin of -0.06583.
- Max-cap violations in this run came to 1.
- The cell total in the yosys stat output is ~3700.
- Setup total negative slack on the finished layout was measured at 0 ns.
- In the power breakdown, the internal column shows 0.02086 W.
- The number of design rule violations left after detail routing is 0.
- Counting both buffers and inverters, the worst setup path holds a total of 3.
- Yosys shows that the main logic family after synthesis is multiplexers.
- The standby leakage power is 27.57 nW.
- The element type at the critical path end is a flop.
- The number of optimization iterations in the first detailed-route pass is 5.
- The via count of the first global-routing pass is 41540.
- After detailed placement, the total cell area comes to roughly 83000 um^2.
- The run finished, with violations left.
- The global route total overflow is 0.
- The proportion of synthesized area in mux cells is 0.1462.
- The mean instance size in the synthesized netlist is 21.31 um^2.
- The clock skew after layout is 0.03890 ns.
- Counting I/O delays and the setup requirement, the final critical path takes 4.362 ns.
- The fraction of the mapped netlist area in adder cells is 0.
- The checks that failed: max-capacitance violations, max-slew violations.
- The count of nets left with antenna violations after detail routing is 0.
- The top-level port count is 34.
- Per the synth stats, the flop cell with the highest instance count is sky130_fd_sc_hd__edfxtp_1.
- The post-CTS clock slew at the launch and capture registers of the worst setup and hold paths is 0.06 ns.
- Pins over their slew limit in the final report were tallied at 2.
- For the pin with the worst max-slew slack, the measured transition is 1.584 ns.
- The filler cells instantiated in the layout total 16300.
- Per the timing report, the biggest fanout along the worst path comes to 52.
- The final route contains about 38000 vias.
- The cell taking the most area after synthesis is sky130_fd_sc_hd__edfxtp_1.
- The timing report shows that the slowest cell on the worst path is sky130_fd_sc_hd__nor4_1.
- The synthesis report lists the most area-consuming cells as sky130_fd_sc_hd__edfxtp_1 (77%), sky130_fd_sc_hd__mux4_2 (13%), sky130_fd_sc_hd__mux2i_1 (1.7%).
- The global-route wire length before repair is ~290000 um.
- The critical path is of the input pin to flop type.
- The total wire length after detailed routing is 197300 um.
- The achievable frequency is 229.3 MHz.
- The HPWL reported at the end of detailed placement is about 120000 um.
- The chip footprint is 200700 um^2.
- Checking hold timing, the worst path is listed with class input pin to flop.
- The count of yosys warnings during synthesis is 1.
- The final setup violation count is 0.
- The routed design shows a wire length per standard cell of around 30 um.
- The signed area change from the synthesized netlist to the final layout is 12.94%.
- The share of total power dissipated in combinational logic is 0.048.
- The standard cell core area is 197400 um^2.
- The net switching fraction of the power is 0.2121.
- The maximum clock insertion buffer count is 3.
- STA classifies the critical path startpoint as an input pin.
- Summing every instance area after synthesis gives 79560 um^2.
- Per the post-place timing report, worst setup slack is around 1.5 ns.
- After clock tree synthesis, the repair step resized 0 gates.
- The simple logic cell fraction of the synthesized area is 0.02628.
- The clock drives between 2000 and 2500 sinks.
- In this design, the largest share of critical-path delay is due to simple AND/OR/NAND/NOR gates.
- Total global-route track usage over all layers is 0.2200.
- The iteration-0 DRC count of the detailed router is between 2000 and 3000.
- The H-tree depth is 4.
- Setup slack on the critical path of the routed design comes to 2.338 ns.
- The area fraction in compound gates after synthesis is 0.03419.
- OpenROAD emitted warnings numbering 41.
- Clock latency on the worst-skew pair, taken at its later pin, is 0.84 ns.
- The net switching power figure is 0.005617 W.
- Yosys reported a register bit count of just over 2000.
- Counting every instance in the synthesized netlist gives 3733.
- The highest cell delay on the worst timing path is 1.35 ns.
- The TritonCTS buffer count is between 150 and 200.
[power by group through the flow]
stage / sequential, W / combinational (W) / clock [W]
CTS: 0.0142 / 0.00129 / 0.0112
global route: 0.0142 / 0.00137 / 0.0117
finish: 0.0142 / 0.00128 / 0.0110
[registers in the layout, indices dropped and copies added, names as in the netlist]
name	flops
mem	2048
q	8
[worst paths after layout]
kind                   startpoint               endpoint  slack (ns)  depth (start not counted)
max                     addr_r[1]           q[5]$_DFF_P_        2.34                          8
min                          d[2]  mem[226][2]$_DFFE_PP_        0.92                          1
max reg2reg  mem[27][3]$_DFFE_PP_           q[3]$_DFF_P_        3.43                          6
min reg2reg  mem[37][2]$_DFFE_PP_           q[2]$_DFF_P_        1.04                          5
[synthesized netlist by cell type (24+ instances only)]
master and count:
sky130_fd_sc_hd__a21oi_1 96, sky130_fd_sc_hd__a22oi_1 133, sky130_fd_sc_hd__buf_2 31, sky130_fd_sc_hd__buf_4 27, sky130_fd_sc_hd__clkbuf_1 111, sky130_fd_sc_hd__edfxtp_1 2048, sky130_fd_sc_hd__mux2i_1 134, sky130_fd_sc_hd__mux4_2 454
sky130_fd_sc_hd__nand2_1 33, sky130_fd_sc_hd__nand3_1 34, sky130_fd_sc_hd__nor2_1 282, sky130_fd_sc_hd__nor2b_1 31, sky130_fd_sc_hd__nor4_1 24, sky130_fd_sc_hd__o221ai_1 46, sky130_fd_sc_hd__o22ai_1 28
[kinds of logic (layout without fill, tap and decap cells)]
logic type / count (synthesis) / after routing
simple gates: 466 / 466
mux: 591 / 591
buf+inv: 235 / 597
compound gates: 385 / 385
other cells: 0 / 1
flops: 2056 / 2056
[layout make-up]
class / count / area [um^2] / share of cell area
clock buffers: 254 / 5321 / 0.05922
multi-input cells: 1442 / 16530 / 0.1840
diodes: 1 / 2.502 / 0.00002785
inverters: 2 / 7.507 / 0.00008355
well taps: 2640 / 3303 / 0.03676
flip-flops and latches: 2056 / 61660 / 0.6862
clock inverters: 117 / 1105 / 0.01230
repair buffers: 224 / 1923 / 0.02140
[stage by stage]
step | util | total power [W]
after detailed placement | 0.4226 | 0.01577
after global routing | 0.4551 | 0.02723
after floorplan | - | 0.01515
after global placement | 0.4225 | 0.01576
final | 0.4551 | 0.02648
after CTS | 0.4551 | 0.02669
[routing by layer]
metal,track usage,routed length (um)
met1,0.2829,67030
met2,0.3203,93170
met3,0.1501,30220
met4,0.05569,6482
met5,0.01154,366
[layout by cell type, fill, tap and decap left out, types with 6 or more instances in the layout]
cell type and n:
sky130_fd_sc_hd__edfxtp_1 2048, sky130_fd_sc_hd__mux4_2 454, sky130_fd_sc_hd__nor2_1 279, sky130_fd_sc_hd__clkbuf_16 203, sky130_fd_sc_hd__buf_4 183, sky130_fd_sc_hd__mux2i_1 134, sky130_fd_sc_hd__a22oi_1 133, sky130_fd_sc_hd__a21oi_1 96
sky130_fd_sc_hd__clkinv_1 48, sky130_fd_sc_hd__o221ai_1 46, sky130_fd_sc_hd__clkbuf_1 46, sky130_fd_sc_hd__clkinv_2 36, sky130_fd_sc_hd__nand2_1 33, sky130_fd_sc_hd__nand3_1 31, sky130_fd_sc_hd__o22ai_1 28, sky130_fd_sc_hd__nor2b_1 28
sky130_fd_sc_hd__nor3_1 21, sky130_fd_sc_hd__nor4_1 20, sky130_fd_sc_hd__clkdlybuf4s50_1 19, sky130_fd_sc_hd__a211oi_1 16, sky130_fd_sc_hd__bufinv_16 16, sky130_fd_sc_hd__a221oi_1 13, sky130_fd_sc_hd__nand4_1 10, sky130_fd_sc_hd__o211ai_1 10
sky130_fd_sc_hd__o21ai_0 10, sky130_fd_sc_hd__buf_12 10, sky130_fd_sc_hd__buf_8 9, sky130_fd_sc_hd__nand2b_1 8, sky130_fd_sc_hd__a22o_1 8, sky130_fd_sc_hd__dfxtp_1 8, sky130_fd_sc_hd__nor4_2 7, sky130_fd_sc_hd__clkinv_8 6
sky130_fd_sc_hd__clkbuf_8 6
Power and IR drop assume default switching activity.
