**./constraint.sdc**
```tcl
current_design dispctl

set clk_period 2.6
set clk_io_pct 0.2

create_clock -name clk0 -period $clk_period [get_ports {clk}]

set non_clock_inputs [all_inputs -no_clocks]
set_input_delay [expr $clk_period * $clk_io_pct] -clock clk0 $non_clock_inputs
set_output_delay [expr $clk_period * $clk_io_pct] -clock clk0 [all_outputs]
```
**./design.v**
```verilog
module counter
#(
	parameter Nbits = 4
)
(
	input clk, clrn, ena, ldn,
	input [Nbits-1:0] d,
	output reg [Nbits-1:0] q
);
always @(posedge clk, negedge clrn)
begin
	if (!clrn)
		q <= 0;
	else if (ena)
		if (!ldn)
			q <= d;
		else
		begin
			q <= q + 1'b1;
		end
end
endmodule
module digitmap
(
	input [3:0] d,
	output reg [6:0] q
);
always @*
begin
	case (d)
		4'h0: q = 7'b0111111;
		4'h1: q = 7'b0000110;
		4'h2: q = 7'b1011011;
		4'h3: q = 7'b1001111;
		4'h4: q = 7'b1100110;
		4'h5: q = 7'b1101101;
		4'h6: q = 7'b1111101;
		4'h7: q = 7'b0100111;
		4'h8: q = 7'b1111111;
		4'h9: q = 7'b1101111;
		4'ha: q = 7'b1110111;
		4'hb: q = 7'b1111100;
		4'hc: q = 7'b1011000;
		4'hd: q = 7'b1011110;
		4'he: q = 7'b1111001;
		4'hf: q = 7'b1110001;
	endcase
end
endmodule 
module dispctl
(
	input clk, clrn,
	input [1:0] page,
	input [5:0] blink_mask,
	input [3:0] led_data,
	output [3:0] ram_addr,
	input [7:0] ram_r,
	output [7:0] DIG,
	output [5:0] SEL,
	output [3:0] LED
);
wire [2:0] scan_q;
wire [5:0] scan_sel;
counter #(3) scanner
(
	.clk(clk),
	.clrn(clrn),
	.ena(1'b1),
	.ldn(scan_q != 3'd5),
	.d(3'd0),
	.q(scan_q)
);
assign scan_sel = 6'b1 << scan_q;
localparam FDIV_N = 11;
wire [FDIV_N-1:0] fdiv_q;
wire blink_clk;
assign blink_clk = fdiv_q[FDIV_N-1];
counter #(FDIV_N) fdiv
(
	.clk(clk),
	.clrn(clrn),
	.ena(1'b1),
	.ldn(1'b1),
	.d(),
	.q(fdiv_q)
);
wire [3:0] digit;
wire [6:0] glyph;
assign ram_addr = {page, scan_q[2:1]};
assign digit = scan_q[0] ? ram_r[7:4] : ram_r[3:0];
digitmap dmap
(
	.d(digit),
	.q(glyph)
);
assign SEL = clrn ? (~scan_sel) | (blink_clk ? blink_mask : 6'b0) : 6'b111111;
assign DIG[6:0] = ~glyph;
assign DIG[7] = !(scan_sel & 6'b010100);
assign LED = clrn ? led_data : 4'b0;
endmodule
```
**./run.sh**
```bash
#!/bin/bash
# OpenROAD 26Q1-2900-gdf79404cd8, Yosys 0.63+post, stock flow scripts
make -C /OpenROAD-flow-scripts/flow DESIGN_CONFIG=/design/flow/config.mk WORK_HOME=/design/flow/orfs finish
```
**./config.mk**
```make
export PLATFORM = sky130hd
export DESIGN_NAME = dispctl
export DESIGN_NICKNAME = dispctl
export VERILOG_FILES = /design/flow/design.v
export SDC_FILE = /design/flow/constraint.sdc
export NUM_CORES = 4
export LEC_CHECK = 1
export CORE_AREA = 10 10 88 88
export DIE_AREA = 0 0 98 98
```
==> results.yml <==
# yosys + openroad results
final_timing:
  hold_slack_ns: 0.467
  worst_slack_ns: 0.133
  rsz0062_at_grt: "no"
  layout_min_cycle_time_ns: 2.47
  fin_crit_sh_pct: 94.9
  slew_headroom_pct: 75.2
  fmax_mhz: 405
  finalHoldViolCount: 0
  slew_violations: 0
  clock_skew_ns: 0.000640
  setup_viol: 0
  fin_setup_tns_ns: 0
  tightest_slew_ns: 0.363
placed_design:
  hpwl_mm: 2.11
  dpl_cell_area_um2: 1520
  port_buffers: 39
  place_worst_setup_slack_ns: -0.333
  gp_congestion: 0.797
  place_inst: 218
global_routing:
  grt-ovfl-total: 0
  grt_pass1_vias: 857
  grt_antenna_before_repair: 0
  grtUsageTotal_pct: 5.39
  grt_pass1_wl_mm: 4.42
  grt_max_degree: 22
setup_path:
  startpoint: "ram_r[3]"
  cp_cell_sequence: "clkdlybuf4s50_1 -> buf_4 -> mux2i_4 -> mux2_4 -> a21o_1 -> dlygate4sd2_1"
  critPathKind: "input port to output port"
  path_max_fanout: 2
  startpoint_type: "input port"
  cpMaxStageDelayCell: "clkdlybuf4s50_1"
  crit_required_ns: 2.08
  cp-end-kind: "output port"
  rr_startpoint: "scanner.q[0]$_DFF_PN0_"
  slowest_delay_ns: 0.42
  cp_data_arrival_time_ns: 1.95
power_and_ir_drop:
  ir_drop_uv: 340
  cellPowerDensity_nw_per_um2: 319
  total_power_mw: 0.544
  p_leak_nw: 0.763
synth:
  synth.distinct_cells: 31
  ys.warnings.count: 3
  async_flop_share_pct: 100
  synth.avg_cell_area_um2: 9.86
  ys_seq_share_pct: 35.2
  synthCells: 101
  synth-main-ff-cell: "dfrtp_1"
  ys_chip_area_um2: 996
  syn-cell-area_um2: 996
  ys_cells: 101
  edf_count: 0
  synth-seq-cells: 14
clock_tree:
  clock_path_buffers: 2
  cts.sinks: 14
  numCtsBuffers: 3
  cts_tree: "built"
  h-tree-depth: 1
  clockRootBuffer: "clkbuf_8"
  clkLatencyLatePin_ns: 0.24
  clkTransAtPathRegs_ns: 0.05
routing:
  routedWlPerCell_um: 11.5
  vias_per_cell: 3.85
  vias: 877
  drc: 0
  postRouteAntennaNets: 0
  antennaDiodeCount: 0
  drt_iter0_markers: 68
  dr.pass1.iters: 4
  wl_mm: 2.62
run_status:
  status: "completed"
floorplanning:
  core_um2: 5920
  rows: 28
  dieArea_um2: 9600
  die-height_um: 98
  fp_util_pct: 16.8
  io_pins: 44
  die_x_um: 98
layout:
  fin_cells: 228
  lay_top_cells: "clkdlybuf4s50_1, dfrtp_1, buf_4"
  syn2layout_area_growth_pct: 71.1
  final_core_util_pct: 28.8
  drive_above_1_share_pct: 23.5
  final_area_um2: 1700
  mostFrequentLayoutCell: "clkdlybuf4s50_1"
hold_path:
  hold_path_class: "register to register"
  min-delay-start: "fdiv.q[8]$_DFF_PN0_"
run:
  maxCapViolations: 0
  warnings: 30
[power breakdown]
part	internal, mW	switching (mW)	total (mW)
clock	0.134	0.0713	0.205
combinational	0.0784	0.0426	0.121
sequential	0.218	0	0.218
total	0.430	0.114	0.544
[flip-flops by register name (all words and copies together), names as in the netlist]
register,count
fdiv.q,11
scanner.q,3
[logic make-up after synthesis]
group / count (synthesis) / share of synthesized area (%)
AND-OR/OR-AND: 6 / 3.77
XOR/XNOR: 9 / 7.92
adder cells (fa/ha/maj): 7 / 8.79
buffers and inverters: 13 / 7.29
flip-flops: 14 / 35.2
multiplexers: 15 / 17.5
AND/OR/NAND/NOR: 37 / 19.6
[cell type report]
| class | instances | area [um^2] |
|---|---|---|
| tap | 75 | 93.8 |
| fill | 588 | 4220 |
| sequential | 14 | 352 |
| multi-input combinational | 74 | 653 |
| clock buffer | 4 | 55.1 |
| timing repair buffer | 55 | 528 |
| inverter | 6 | 22.5 |
[worst paths after layout]
| check | to | depth (start not counted) | slack (ns) |
|---|---|---|---|
| worst max-delay path | DIG[4] | 6 | 0.13 |
| worst min-delay path | fdiv.q[8]$_DFF_PN0_ | 1 | 0.47 |
| worst max register to register | scanner.q[2]$_DFF_PN0_ | 4 | 1.34 |
| min in group asynchronous | fdiv.q[6]$_DFF_PN0_ | 2 | 0.66 |
| max in group asynchronous | scanner.q[0]$_DFF_PN0_ | 2 | 1.80 |
| worst min register to register | fdiv.q[8]$_DFF_PN0_ | 1 | 0.47 |
[synthesized netlist by cell type, types with 2 or more instances]
master | instances | area (um^2)
nand4_1 | 6 | 37.5
mux2i_1 | 10 | 100
dfrtp_1 | 14 | 350
and3_1 | 2 | 12.5
and2_1 | 5 | 31.3
xnor2_1 | 8 | 70.1
ha_1 | 7 | 87.6
nor2b_1 | 2 | 12.5
buf_4 | 4 | 30.0
nand2_1 | 8 | 30.0
nand3_1 | 8 | 40.0
inv_1 | 6 | 22.5
nor2_1 | 3 | 11.3
[timing repair]
action,CTS,global route
setup endpoints to repair,7,5
gates resized,17,14
pin swaps,3,1
buffers inserted,7,0
hold buffers,0,0
cloned,0,0
[worst max-delay path, delay by kind of cell]
kind	cells	cell delay (ns)
AND-OR/OR-AND	1	0.15
buffers and inverters	3	0.81
multiplexers	2	0.48
[metal layers]
layer | vias up | wire length [um] | global-route usage (%)
met5 | - | 0 | 0
met3 | 0 | 140 | 1.64
met1 | 404 | 1240 | 7.27
li1 | 450 | - | -
met4 | 0 | 0 | 0.224
met2 | 23 | 1240 | 8.73
