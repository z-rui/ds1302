### /design/flow/run.sh
#!/bin/bash
# OpenROAD 26Q1-2900-gdf79404cd8, Yosys 0.63+post, stock flow scripts
make -C /OpenROAD-flow-scripts/flow DESIGN_CONFIG=/design/flow/config.mk WORK_HOME=/design/flow/orfs finish
### /design/flow/config.mk
export PLATFORM = sky130hd
export DESIGN_NAME = controller
export DESIGN_NICKNAME = controller
export VERILOG_FILES = /design/flow/design.v
export SDC_FILE = /design/flow/constraint.sdc
export NUM_CORES = 4
export LEC_CHECK = 1
export CORE_UTILIZATION = 30
### /design/flow/constraint.sdc
current_design controller

set clk_period 4.0
set clk_io_pct 0.2

create_clock -name clk0 -period $clk_period [get_ports {clk}]

set non_clock_inputs [all_inputs -no_clocks]
set_input_delay [expr $clk_period * $clk_io_pct] -clock clk0 $non_clock_inputs
set_output_delay [expr $clk_period * $clk_io_pct] -clock clk0 [all_outputs]
### /design/flow/design.v
module controller
(
	input clk, clrn,
	output reg [3:0] ram_addr,
	output reg [7:0] ram_w,
	output reg ram_we,
	output reg [7:0] rtc_addr,
	output reg [7:0] rtc_w,
	input [7:0] rtc_r,
	output reg rtc_ena,
	input rtc_done,
	input [3:0] key_down,
	input [3:0] key_state,
	output reg [5:0] blink_mask,
	output [3:0] led_data,
	output reg [1:0] page
);
localparam
	S_INIT = 0,
	S_DISABLE_WP = 1,
	S_CHECK_CH = 2,
	S_RESET_CH = 3,
	S_CLOCK = 4,
	S_ADJUST = 5,
	S_ADJUST_INC = 6,
	S_ADJUST_DEC = 7;
localparam
	SEC = 3'd0,
	MIN = 3'd1,
	HOUR = 3'd2,
	DATE = 3'd3,
	MONTH = 3'd4,
	YEAR = 3'd5;
reg [3:0] state, next_state;
reg [2:0] cursor, next_cursor, adj_cursor, next_adj_cursor;
reg [2:0] day_of_week;
reg [7:0] days_in_month;
reg transition;
function [7:0] get_rtc_addr(input [2:0] cursor, input read);
begin
	case (cursor)
		SEC: get_rtc_addr = 8'h80;
		MIN: get_rtc_addr = 8'h82;
		HOUR: get_rtc_addr = 8'h84;
		DATE: get_rtc_addr = 8'h86;
		MONTH: get_rtc_addr = 8'h88;
		YEAR: get_rtc_addr = 8'h8c;
		default:
			get_rtc_addr = 8'hxx;
	endcase
	get_rtc_addr[0] = read;
end
endfunction
function [2:0] get_next_cursor(input [2:0] cursor);
case (cursor)
	SEC: get_next_cursor = MIN;
	MIN: get_next_cursor = HOUR;
	HOUR: get_next_cursor = DATE;
	DATE: get_next_cursor = MONTH;
	MONTH: get_next_cursor = YEAR;
	YEAR: get_next_cursor = SEC;
	default:
		get_next_cursor = 1'bx;
endcase
endfunction
function [7:0] bcd_inc(input [7:0] value, min, max);
begin
	if (value == max)
		bcd_inc = min;
	else if (value[3:0] == 4'h9)
		bcd_inc = {value[7:4] + 4'h1, 4'h0};
	else
		bcd_inc = {value[7:4], value[3:0] + 4'h1};
end
endfunction
function [7:0] bcd_dec(input [7:0] value, min, max);
begin
	if (value == min)
		bcd_dec = max;
	else if (value[3:0] == 4'h0)
		bcd_dec = {value[7:4] - 4'h1, 4'h9};
	else
		bcd_dec = {value[7:4], value[3:0] - 4'h1};
end
endfunction
function [7:0] f_adjust_max(input [3:0] cursor);
case (cursor)
	SEC, MIN: f_adjust_max = 8'h59;
	HOUR: f_adjust_max = 8'h23;
	DATE: f_adjust_max = days_in_month;
	MONTH: f_adjust_max = 8'h12;
	YEAR: f_adjust_max = 8'h99;
	default: f_adjust_max = 8'hxx;
endcase
endfunction
function [7:0] f_adjust_min(input [3:0] cursor);
case (cursor)
	SEC, MIN, HOUR: f_adjust_min = 8'h00;
	DATE, MONTH: f_adjust_min = 8'h01;
	YEAR: f_adjust_min = 8'h00;
	default: f_adjust_min = 8'hxx;
endcase
endfunction
wire adjust_max = f_adjust_max(adj_cursor);
wire adjust_min = f_adjust_min(adj_cursor);
always @*
case (state)
	S_CLOCK, S_ADJUST, S_ADJUST_INC, S_ADJUST_DEC:
		next_cursor = get_next_cursor(cursor);
	default:
		next_cursor = SEC;
endcase
always @*
case (state)
	S_DISABLE_WP, S_CHECK_CH, S_RESET_CH,
	S_CLOCK, S_ADJUST, S_ADJUST_INC, S_ADJUST_DEC:
		transition = rtc_done;
	default:
		transition = 1;
endcase
always @*
begin
case (state)
	S_INIT:
	begin
		rtc_addr = 8'hxx;
		rtc_w = 8'hxx;
		rtc_ena = 1'b0;
		next_state = S_DISABLE_WP;
	end
	S_DISABLE_WP:
	begin
		rtc_addr = 8'h8e;
		rtc_w = 8'h00;
		rtc_ena = 1'b1;
		next_state = S_CHECK_CH;
	end
	S_CHECK_CH:
	begin
		rtc_addr = 8'h81;
		rtc_w = 8'h00;
		rtc_ena = 1'b1;
		next_state = rtc_r[7] ? S_RESET_CH : S_CLOCK;
	end
	S_RESET_CH:
	begin
		rtc_addr = 8'h80;
		rtc_w = {1'b0, rtc_r[6:0]};
		rtc_ena = 1'b1;
		next_state = S_CLOCK;
	end
	S_CLOCK:
	begin
		rtc_addr = get_rtc_addr(cursor, 1);
		rtc_w = 8'hxx;
		rtc_ena = 1'b1;
		next_state = key_pressed[3] ? S_ADJUST : S_CLOCK;
	end
	S_ADJUST:
	begin
		rtc_ena = 1'b1;
		if (cursor == MONTH && rtc_r > days_in_month)  
		begin  
			rtc_addr = get_rtc_addr(DATE, 0);
			rtc_w = days_in_month;
		end
		else
		begin
			rtc_addr = get_rtc_addr(cursor, 1);
			rtc_w = 8'hxx;
		end
		if (key_pressed[3])
			next_state = S_CLOCK;
		else if (key_pressed[1])
			next_state = S_ADJUST_INC;
		else if (key_pressed[0])
			next_state = S_ADJUST_DEC;
		else 
			next_state = S_ADJUST;
	end
	S_ADJUST_INC:
	begin
		if (cursor == get_next_cursor(adj_cursor))
		begin
			rtc_addr = get_rtc_addr(adj_cursor, 0);
			rtc_w = bcd_inc(rtc_r, adjust_min, adjust_max);
			rtc_ena = 1'b1;
			next_state = S_ADJUST;
		end
		else
		begin
			rtc_addr = get_rtc_addr(cursor, 1);
			rtc_w = 8'hxx;
			rtc_ena = 1'b1;
			next_state = S_ADJUST_INC;
		end
	end
	S_ADJUST_DEC:
	begin
		if (cursor == get_next_cursor(adj_cursor))
		begin
			rtc_addr = get_rtc_addr(adj_cursor, 0);
			rtc_w = bcd_dec(rtc_r, adjust_min, adjust_max);
			rtc_ena = 1'b1;
			next_state = S_ADJUST;
		end
		else
		begin
			rtc_addr = get_rtc_addr(cursor, 1);
			rtc_w = 8'hxx;
			rtc_ena = 1'b1;
			next_state = S_ADJUST_DEC;
		end
	end
	default:
	begin
		rtc_addr = 8'hxx;
		rtc_w = 8'hxx;
		rtc_ena = 1'b0;
		next_state = 1'bx;
	end
endcase
end
reg [3:0] key_pressed;
always @(posedge clk, negedge clrn)
begin
	if (!clrn)
	begin
		state <= S_INIT;
		cursor <= SEC;
		adj_cursor <= SEC;
		key_pressed <= 0;
	end
	else
	begin
		if (transition)
		begin
			key_pressed <= key_down;
			cursor <= next_cursor;
			adj_cursor <= next_adj_cursor;
			state <= next_state;
		end
		else
			key_pressed <= key_pressed | key_down;
	end
end
always @*
case (state)
	S_CLOCK:
		next_adj_cursor = key_state[2] ? SEC : DATE;
	S_ADJUST, S_ADJUST_INC, S_ADJUST_DEC:
		if (key_pressed[2])
			next_adj_cursor = get_next_cursor(adj_cursor);
		else
			next_adj_cursor = adj_cursor;
	default:
		next_adj_cursor = SEC;
endcase
always @*
case (state)
	S_ADJUST, S_ADJUST_INC, S_ADJUST_DEC:
		case (adj_cursor)
			SEC, DATE: blink_mask = 6'b000011;
			MIN, MONTH: blink_mask = 6'b001100;
			HOUR, YEAR:	blink_mask = 6'b110000;
			default: blink_mask = 1'bx;
		endcase
	default:
		blink_mask = 6'b000000;
endcase
always @*
case (state)
	S_CLOCK:
		page = !key_state[2];
	S_ADJUST, S_ADJUST_INC, S_ADJUST_DEC:
		case (adj_cursor)
			SEC, MIN, HOUR: page = 0;
			DATE, MONTH, YEAR: page = 1;
			default: page = 1'bx;
		endcase
	default:
		page = 0;
endcase
always @*
begin
	if (rtc_addr[0] && rtc_done)
	begin
		ram_we = 1'b1;
		ram_w = rtc_r;
		case (cursor)
			SEC: ram_addr = 4'h0;
			MIN: ram_addr = 4'h1;
			HOUR: ram_addr = 4'h2;
			DATE: ram_addr = 4'h4;
			MONTH: ram_addr = 4'h5;
			YEAR: ram_addr = 4'h6;
			default:
				ram_addr = 4'hx;
		endcase
	end
	else
	begin
		ram_we = 1'b0;
		ram_w = 8'hxx;
		ram_addr = 4'hx;
	end
end
wire [2:0] dateinfo_day;
wire [7:0] dateinfo_days_in_month;
dateinfo_2 dateinfo0
(
	.clk(clk),
	.ena(rtc_done),
	.data(rtc_r),
	.day(dateinfo_day),
	.days_in_month(dateinfo_days_in_month)
);
always @(posedge clk)
	if (cursor == SEC)
	begin
		day_of_week <= dateinfo_day;
		days_in_month <= dateinfo_days_in_month;
	end
assign led_data[2:0] = day_of_week;
endmodule
module dateinfo_2
(
	input clk, ena,
	input [7:0] data,  
	output reg [2:0] day,  
	output reg leap_year,  
	output reg [7:0] days_in_month  
);
function [2:0] offset_date(input [7:0] date);
case (date)
	8'h7, 8'h14, 8'h21, 8'h28:
		offset_date = 0;
	8'h1, 8'h8, 8'h15, 8'h22, 8'h29:
		offset_date = 1;
	8'h2, 8'h9, 8'h16, 8'h23, 8'h30:
		offset_date = 2;
	8'h3, 8'h10, 8'h17, 8'h24, 8'h31:
		offset_date = 3;
	8'h4, 8'h11, 8'h18, 8'h25:
		offset_date = 4;
	8'h5, 8'h12, 8'h19, 8'h26:
		offset_date = 5;
	8'h6, 8'h13, 8'h20, 8'h27:
		offset_date = 6;
	default:
		offset_date = 1'bx;
endcase
endfunction
function [2:0] offset_month(input [7:0] month);
case (month)
	8'h1, 8'h10:
		offset_month = 0;
	8'h5:
		offset_month = 1;
	8'h8:
		offset_month = 2;
	8'h2, 8'h3, 8'h11:
		offset_month = 3;
	8'h6:
		offset_month = 4;
	8'h9:
		offset_month = 5;
	8'h4, 8'h7:
		offset_month = 6;
	default:
		offset_month = 1'bx;
endcase
endfunction
function jan_or_feb(input [7:0] month);
	jan_or_feb = (month == 8'h1 || month == 8'h2);
endfunction
function f_leap_year(input [7:0] year);
case (year[3:0])
	4'h0, 4'h4, 4'h8:
		f_leap_year = !year[4];
	4'h2, 4'h6:
		f_leap_year = year[4];
	default:
		f_leap_year = 0;
endcase
endfunction
function [7:0] f_days_in_month(input [7:0] month);
case (month)
	8'h1, 8'h3, 8'h5, 8'h7, 8'h8, 8'h10, 8'h12:
		f_days_in_month = 8'h31;
	8'h4, 8'h6, 8'h9, 8'h11:
		f_days_in_month = 8'h30;
	8'h2:
		f_days_in_month = 8'h28;  
	default:
		f_days_in_month = 1'bx;
endcase
endfunction
function [2:0] offset_year(input [7:0] year);
case(year)
	8'h0, 8'h5, 8'h11, 8'h22, 8'h28, 8'h33, 8'h39, 8'h50, 8'h56, 8'h61, 8'h67, 8'h78, 8'h84, 8'h89, 8'h95:
		offset_year = 0;
	8'h6, 8'h12, 8'h17, 8'h23, 8'h34, 8'h40, 8'h45, 8'h51, 8'h62, 8'h68, 8'h73, 8'h79, 8'h90, 8'h96:
		offset_year = 1;
	8'h1, 8'h7, 8'h18, 8'h24, 8'h29, 8'h35, 8'h46, 8'h52, 8'h57, 8'h63, 8'h74, 8'h80, 8'h85, 8'h91:
		offset_year = 2;
	8'h2, 8'h8, 8'h13, 8'h19, 8'h30, 8'h36, 8'h41, 8'h47, 8'h58, 8'h64, 8'h69, 8'h75, 8'h86, 8'h92, 8'h97:
		offset_year = 3;
	8'h3, 8'h14, 8'h20, 8'h25, 8'h31, 8'h42, 8'h48, 8'h53, 8'h59, 8'h70, 8'h76, 8'h81, 8'h87, 8'h98:
		offset_year = 4;
	8'h4, 8'h9, 8'h15, 8'h26, 8'h32, 8'h37, 8'h43, 8'h54, 8'h60, 8'h65, 8'h71, 8'h82, 8'h88, 8'h93, 8'h99:
		offset_year = 5;
	8'h10, 8'h16, 8'h21, 8'h27, 8'h38, 8'h44, 8'h49, 8'h55, 8'h66, 8'h72, 8'h77, 8'h83, 8'h94:
		offset_year = 6;
	default:
		offset_year = 1'bx;
endcase
endfunction
function [2:0] day_of_week(input [4:0] offset_sum);
begin
	case (offset_sum)
		0, 7, 14:
			day_of_week = 5;
		1, 8, 15:
			day_of_week = 6;
		2, 9, 16:
			day_of_week = 0;
		3, 10, 17:
			day_of_week = 1;
		4, 11, 18:
			day_of_week = 2;
		5, 12, 19:
			day_of_week = 3;
		6, 13:
			day_of_week = 4;
		default:
			day_of_week = 1'bx;
	endcase
end
endfunction
reg [2:0] stage1;  
reg [3:0] stage2;  
reg stage2_1;  
reg [7:0] stage2_2;  
always @(posedge clk)
begin
	if (ena)
	begin
		stage1 <= offset_date(data);
		stage2 <= stage1 + offset_month(data);
		stage2_1 <= jan_or_feb(data);
		stage2_2 <= f_days_in_month(data);
		day <= day_of_week(stage2 + offset_year(data) + (f_leap_year(data) && !stage2_1));
		days_in_month <= stage2_2 | (f_leap_year(data) && !stage2_2[4]);
		leap_year <= f_leap_year(data);
	end
end
endmodule
==> job_summary.md <==
### Yosys + OpenROAD results

| Metric | Value |
|---|---|
| Overflow after GRT | 0 |
| Number of global-route vias before repair | 4402 |
| Maximum fanout along the worst path | 4 |
| Worst rel slew slack | 53.8% |
| Max rail drop VDD | 0.250 mV |
| Most area-consuming cells after synthesis | edfxtp_1 18%, dfrtp_1 11%, ha_1 7.1%, a21oi_1 4.6%, o21ai_0 4.1% |
| Mapped Area | 4390 µm² |
| Clock power frac | 18.3% |
| Layout Cells excl Fill | 845 |
| Initial antenna violation count | 0 |
| Worst Slack Setup Final | -0.0447 ns |
| Unrepaired setup endpoints after global routing | yes |
| Share of power burned in registers | 31.5% |
| Aoi share | 29.8% |
| Clock sinks | 47 |
| Max Cap Viol | 0 |
| Vias per cell | 5.53 |
| FP Util | 31.1% |
| Fin crit period | 4.04 ns |
| Primary FF master, synth | edfxtp_1 |
| Reg-to-reg slack, setup | 1.41 ns |
| Top-area cell share | 17.8% |
| Post-route ant nets | 0 |
| Routability cong. | just under 1 |
| Core Region | 14100 µm² |
| Most numerous logic cell after layout | buf_4 |
| Register share after synthesis | 29.8% |
| Diode count | 0 |
| Worst Path Required | a little over 4 ns |
| Int Power | 1.68 mW |
| Yosys top cell by area | edfxtp_1 |
| Final Hold Viols | 0 |
| Average size of a mapped cell | 8.33 µm² |
| Die X | 123 µm |
| Final Setup Violations | 2 |
| Port bufs | 50 |
| Hold buffers post-CTS | 0 |
| First-pass GRT wire length | 22.9 mm |
| WL final | between 10 and 15 mm |
| Psw | 943 µW |
| Leakage power | 2.68 nW |
| Critical Path Source Type | input port |
| Synth Instances | 527 |
| Max frequency | around 250 MHz |
| Largest net degree at the start of global routing | 27 |
| Floorplan row count | 43 |
| Pwr Density | 409 nW/µm² |
| H-tree Lvls | 2 |
| EDFF count, synth | 26 |
| Layout cells sized above 1 | between 30% and 40% |
| Pins over their slew limit | 0 |
| Worst r2r path cells | 10 |
| Comb pwr share | 50.3% |
| DRC | 0 |
| Die H | 123 µm |
| Area Overhead vs Synth | 46.1% |
| DR vias | 4673 |
| Synth Area in Simple Gates | 18.8% |
| Synthesized registers | ~47 |
| MUX area fraction | ~2.6% |
| Status | finished, violations left |
| Delay-heaviest family, CP | AND-OR/OR-AND gates |
| Crit path capture | dateinfo0.day[0] |
| HP Class | reg2reg |
| Drt wl/cell | 17.2 µm |
| Worst Skew | around 0.0075 ns |
| CTS tree | built |
| CTS root buf | clkbuf_16 |
| Most frequent cells in the layout | 115 x buf_4, 41 x clkdlybuf4s50_1, 39 x a21oi_1 |
| Yosys cell types | 74 |
| Initial DRC Count | 395 |
| Total track usage | 20.1% |
| Cell chain of the critical path | buf_8 -> buf_6 -> ha_4 -> nand2b_1 -> a21o_1 -> a31oi_1 -> o211ai_1 -> a222oi_1 -> buf_4 -> fa_2 -> inv_2 -> fa_2 -> inv_2 -> ha_4 -> mux2i_1 -> a21oi_1 -> o311ai_1 -> o21ai_1 |
| Crit path buf inv count | 5 |
| Max incr delay on CP | around 0.57 ns |
| XOR/XNOR share of the synthesized area | 1.40% |
| Num CTS Buffers | 5 |
| Reg2reg end | dateinfo0.day[0] |
| TNS Setup | -0.0843 ns |
| CP endpoint kind | register |
| CP Depth | 18 |
| Setup Crit Path Kind | in2reg |
| Ys Warns | 3 |
| Yosys synthesis chip area | about 4400 µm² |
| Failing checks | setup timing |
| Post-synth ARST share | around 45% |
| Synth Area in Adders | 8.49% |
| Yosys cell count | 527 |
| Dpl ws | -0.885 ns |
| Max Root-Sink Buffers | 2 |
| Crit. Startpoint | rtc_r[0] |
| OpenROAD warnings | 41 |
| Slew @ Worst Pin | roughly 0.69 ns |
| DRT Pass-1 Iters | 5 |
| Worst r2r src | dateinfo0.stage2_1 |
| Critical path's slowest cell | fa_2 |
| Sw frac | between 30% and 40% |
| Main logic family | AND-OR/OR-AND gates |
| I/O pin cnt | between 60 and 70 |
| Critical path data arrival time | 4.08 ns |
| Clock transition at path regs | 0.07 ns |
| Die area | about 15000 µm² |
| Placed cell count | 822 |
| Late-Pin Clk Latency | between 0.2 and 0.3 ns |
| Final period util | 101% |
| Hpwl dp | 10.8 mm |
synthesized netlist by cell type (4+ instances only):
cell	count
buf_2	5
nor2b_1	6
or2_2	5
nor2_1	35
or3_1	4
ha_1	25
xnor2_1	4
dfrtp_1	19
mux2i_1	9
inv_1	27
o22ai_1	8
nor4b_1	4
a211oi_1	5
nand2_1	35
o31ai_1	5
a22oi_1	5
a31oi_1	4
nand3_1	9
a21o_1	15
o211ai_1	8
nand3b_1	7
and3_1	5
o21ai_0	36
buf_4	18
o2111ai_1	4
nor3_1	15
edfxtp_1	26
clkbuf_1	34
nand2b_1	21
a21oi_1	40
a22o_1	5
o21a_1	6
worst register-to-register path, cell delays in order, from the launching register on:
cell      delay (ns)
edfxtp_1        0.36
nor2_1          0.23
fa_2            0.27
inv_2           0.04
fa_2            0.57
inv_2           0.07
ha_4            0.22
mux2i_1         0.14
a21oi_1         0.07
o311ai_1        0.28
o21ai_1         0.10
power by group through the flow:
| stage | sequential, mW | clock (mW) | combinational (mW) |
|---|---|---|---|
| 4_1_cts | 0.819 | 0.487 | 1.26 |
| 5_1_grt | 0.845 | 0.512 | 1.45 |
| 6_report | 0.825 | 0.479 | 1.32 |
state kept, by name, summed over array words and instances (netlist names), named ones only:
signal,flops
dateinfo0.days_in_month,4
days_in_month,4
dateinfo0.stage1,3
cursor,3
day_of_week,3
dateinfo0.stage2_1,1
key_pressed,4
dateinfo0.stage2_2,4
dateinfo0.stage2,4
state,7
dateinfo0.day,3
adj_cursor,6
logic make-up after synthesis:
kind of cell               after synthesis
other                                    2
AOI/OAI and AO/OA                      189
adders and majority gates               28
xor gates and xnor gates                 7
DFF                                     47
and+or+nand+nor                        158
muxes                                   10
buffers and inverters                   86
layer usage:
layer | share of wire (%) | global-route usage [%] | routed length (µm)
met1 | 47 | 31.1 | 6770
met2 | 45 | 29.9 | 6510
met3 | 6.3 | 3.53 | 920
met4 | 2.5 | 4.89 | 357
met5 | 0 | 0 | 0
how the worst min path moves through the flow:
stage	start	endpoint	slack (ns)	depth (start not counted)
after CTS	dateinfo0.days_in_month[4]	days_in_month[4]	0.42	0
after global routing	dateinfo0.days_in_month[4]	days_in_month[4]	0.42	0
final	dateinfo0.days_in_month[5]	days_in_month[5]	0.42	0
repair_timing:
item / 4_1_cts / 5_1_grt
endpoints found under the setup margin: 16 / 12
cloned: 1 / 0
gates resized: 82 / 25
pin swaps: 14 / 15
buffers inserted: 12 / 3
final cells by class:
cell class / instances / area (µm²)
Inverter: 29 / 135
Clock inverter: 3 / 46.3
Tap cell: 180 / 225
Multi-Input combinational cell: 400 / 2990
Sequential cell: 47 / 1310
Clock buffer: 5 / 125
Timing Repair Buffer: 181 / 1580
Fill cell: 1321 / 7680
through the flow:
step / total power [mW] / instance area (µm²) / hold slack, ns / util (%)
CTS: 2.57 / 6300 / 0.417 / 44.7
detailed placement: 2.04 / 5830 / 0.406 / 41.4
global route: 2.81 / 6410 / 0.417 / 45.5
global placement: 2.02 / 5830 / 0.402 / 41.4
floorplan: 1.47 / 4580 / 0.400 / -
finish: 2.62 / 6410 / 0.419 / 45.5
Power and IR drop assume default switching activity.
